`config.mk`:
```
export PLATFORM = sky130hd
export DESIGN_NAME = lc4_regfile_ss
export DESIGN_NICKNAME = lc4_regfile_ss
export VERILOG_FILES = /design/flow/design.v
export SDC_FILE = /design/flow/constraint.sdc
export NUM_CORES = 4
export LEC_CHECK = 1
export CORE_UTILIZATION = 30
```
`design.v`:
```
`timescale 1ns / 1ps
`default_nettype none
module Nbit_reg #(parameter n=1, r=0)
   (input  wire [n-1:0] in,
    output wire [n-1:0] out,
    input  wire         clk,
    input  wire         we,
    input  wire         gwe,
    input  wire         rst
    );
   reg [n-1:0] state;
   assign #(1) out = state;
   always @(posedge clk) 
     begin 
       if (gwe & rst) 
         state = r;
       else if (gwe & we) 
         state = in; 
     end
endmodule
`timescale 1ns / 1ps
`default_nettype none
module lc4_regfile_ss #(parameter n = 16)
   (input  wire         clk,
    input  wire         gwe,
    input  wire         rst,
    input  wire [  2:0] i_rs_A,       
    output wire [n-1:0] o_rs_data_A,  
    input  wire [  2:0] i_rt_A,       
    output wire [n-1:0] o_rt_data_A,  
    input  wire [  2:0] i_rs_B,       
    output wire [n-1:0] o_rs_data_B,  
    input  wire [  2:0] i_rt_B,       
    output wire [n-1:0] o_rt_data_B,  
    input  wire [  2:0]  i_rd_A,      
    input  wire [n-1:0]  i_wdata_A,   
    input  wire          i_rd_we_A,   
    input  wire [  2:0]  i_rd_B,      
    input  wire [n-1:0]  i_wdata_B,   
    input  wire          i_rd_we_B    
    );
   wire [15:0] r_out [7:0];
   wire [15:0] r_out_bypass [7:0];
   wire [15:0] ab_dat [7:0];
   wire we [7:0];
   genvar i;
   for (i = 0; i < 8; i = i + 1) begin
        assign ab_dat[i] = i_rd_B == i && i_rd_we_B ? i_wdata_B : i_wdata_A;
        assign we[i] = (i_rd_B == i && i_rd_we_B) || (i_rd_A == i && i_rd_we_A);
        Nbit_reg #(16, 16'd0) reg0 (.in(ab_dat[i]), .out(r_out[i]), .clk(clk), .we(we[i]), .gwe(gwe), .rst(rst));
        assign r_out_bypass[i] = we[i] ? ab_dat[i] : r_out[i];
   end
   assign o_rs_data_A = i_rs_A == 3'd0 ? r_out_bypass[0] : i_rs_A == 3'd1 ? r_out_bypass[1] : i_rs_A == 3'd2 ? r_out_bypass[2] : i_rs_A == 3'd3 ? r_out_bypass[3] : i_rs_A == 3'd4 ? r_out_bypass[4] : i_rs_A == 3'd5 ? r_out_bypass[5] : i_rs_A == 3'd6 ? r_out_bypass[6] : r_out_bypass[7];
   assign o_rt_data_A = i_rt_A == 3'd0 ? r_out_bypass[0] : i_rt_A == 3'd1 ? r_out_bypass[1] : i_rt_A == 3'd2 ? r_out_bypass[2] : i_rt_A == 3'd3 ? r_out_bypass[3] : i_rt_A == 3'd4 ? r_out_bypass[4] : i_rt_A == 3'd5 ? r_out_bypass[5] : i_rt_A == 3'd6 ? r_out_bypass[6] : r_out_bypass[7];
   assign o_rs_data_B = i_rs_B == 3'd0 ? r_out_bypass[0] : i_rs_B == 3'd1 ? r_out_bypass[1] : i_rs_B == 3'd2 ? r_out_bypass[2] : i_rs_B == 3'd3 ? r_out_bypass[3] : i_rs_B == 3'd4 ? r_out_bypass[4] : i_rs_B == 3'd5 ? r_out_bypass[5] : i_rs_B == 3'd6 ? r_out_bypass[6] : r_out_bypass[7];
   assign o_rt_data_B = i_rt_B == 3'd0 ? r_out_bypass[0] : i_rt_B == 3'd1 ? r_out_bypass[1] : i_rt_B == 3'd2 ? r_out_bypass[2] : i_rt_B == 3'd3 ? r_out_bypass[3] : i_rt_B == 3'd4 ? r_out_bypass[4] : i_rt_B == 3'd5 ? r_out_bypass[5] : i_rt_B == 3'd6 ? r_out_bypass[6] : r_out_bypass[7];
endmodule
```
`run.sh`:
```
#!/bin/bash
# OpenROAD 26Q1-2900-gdf79404cd8, Yosys 0.63+post, stock flow scripts
make -C /OpenROAD-flow-scripts/flow DESIGN_CONFIG=/design/flow/config.mk WORK_HOME=/design/flow/orfs finish
```
`constraint.sdc`:
```
current_design lc4_regfile_ss

set clk_period 11.3
set clk_io_pct 0.2

create_clock -name clk0 -period $clk_period [get_ports {clk}]

set non_clock_inputs [all_inputs -no_clocks]
set_input_delay [expr $clk_period * $clk_io_pct] -clock clk0 $non_clock_inputs
set_output_delay [expr $clk_period * $clk_io_pct] -clock clk0 [all_outputs]
```
==> Slide: Implementation Results <==
Flow Results at a Glance

Placed design
  • DP Area: 15100 sq um
  • DP HPWL: 52900 microns
  • Gpl congestion: 1.03
  • Dpl ws: 3280 ps
  • Number of buffers added on ports: 118

GRT
  • First-pass GRT wire length: 112000 microns
  • Vias in the first global route: 15200
  • Largest net degree at the start of global routing: 68
  • Number of antenna violations at the first check in global routing: 5
  • GR Overflow Total: 0
  • Tot GR Track Use: 34.2%

Detailed routing
  • Drt first pass iters: 6
  • DRC errors left: 0
  • Post-DR vias/cell: 6.48
  • Routed WL: 79300 microns
  • Via count: 16600
  • Wire per inst: 30.9 microns
  • Antenna-violating nets left: 0
  • Iteration-0 DRC Markers: 1843

Logic synthesis
  • Synth top cells by count: 355 x nand2_1, 311 x nor2_1, 172 x mux2i_1
  • Yosys warns: 2
  • Area share, top type: 18.8%
  • Commonest flop: dfxtp_1
  • Syn Inst Count: 1969
  • Avg Cell Area, Syn: 6.92 sq um
  • Ys async rst share: 0%
  • Area fraction in and, or, nand and nor cells: 24.8%
  • Most frequent cell after synthesis: nand2_1
  • Yosys xor share: 0.257%
  • Unique cell types: 83
  • Yosys synthesis chip area: 13600 sq um
  • Synth Cell Area: 13600 sq um
  • Seq/Total Area, Yosys: 18.8%
  • Ys flops: 128
  • Largest logic family: AND-OR/OR-AND gates
  • Adder Area Share: 0%
  • EDFF count, synth: 0
  • Yosys cell count: 1969
  • Top cells by area: dfxtp_1 19%, mux2i_1 13%, nand2_1 9.8%
  • Mux share: 16.6%
  • Post-synth top area cell: dfxtp_1
  • Yosys aoi share: 31.4%

Run
  • Tool Warnings: 25
  • Max-Cap Viols: 0

Critical path
  • Reg2reg path depth: 2
  • FF-to-FF setup slack: 10540 ps
  • CP Launch Type: primary input
  • RR Endpoint: genblk1[5].reg0.state[10]
  • Largest fanout on the critical path: 16
  • Reg2reg start: genblk1[5].reg0.state[10]
  • Critical path class: in -> out
  • Endpoint type of the worst setup path: output port
  • Crit path DAT: 5960 ps
  • CP required: 9040 ps

Clocking
  • Maximum buffer depth of the clock tree: 2
  • PostCTS Resize Cnt: 0
  • Post-CTS setup repair buffer count: 0
  • Clk Latency, worst-skew pair: 450 ps
  • Num CTS Buffers: 17
  • Reg clk slew, reported paths: 60 ps
  • Clock sink total: 128
  • CTS Root Cell: clkbuf_16
  • CTS H-Tree Depth: 4
  • Hold-fix buffers at CTS: 0
  • TritonCTS clock tree: built

Min path
  • Worst min path class: reg -> reg
  • Worst hold path cell count: 2
  • Hold EP: genblk1[7].reg0.state[9]
  • Hold Path Origin: genblk1[7].reg0.state[9]

Layout
  • Area Overhead vs Synth: 16.0%
  • Flop area: 2560 sq um
  • Layout cells sized above 1: 9.50%
  • MI comb area: 10000 sq um
  • Fin area: 15800 sq um
  • FILL cells: 4684
  • Largest register FFs: 128

Floorplan
  • Die y size: 215 microns
  • IO Pins: 119
  • Die area: 46300 sq um
  • Initial core utilization: 30.6%
  • # rows: 77
  • Core Region: 44500 sq um
  • Die W: 215 microns

Final timing
  • Max-slew violation count: 0
  • RSZ-0062 raised after global routing: no
  • Worst Tran Pin Value: 1040 ps
  • Relative slew margins: 30.6%
  • Final setup vio count: 0
  • Setup TNS: 0 ps
  • Post-layout period usage: 72.7%
  • Clock Skew: 0 ps
  • Final worst setup slack: 3080 ps
  • Hold Fails Final Rpt: 0
  • Crit path time final: 8220 ps
  • F_max: 122 MHz

Status
  • Outcome: completed

Power and ir drop
  • PwrDens: 117 nW/um^2
  • Worst IR Drop VDD: 106 uV
  • Leakage: 5.92 nW
[cell usage in the layout (no fill, tap or decap), drive strengths merged, types with 37 or more instances in the layout]
cell / instances
a21oi: 103
o21ai: 107
a211oi: 37
nor2: 311
nand3: 37
clkdlybuf4s50: 114
buf: 81
nand2: 355
a311oi: 132
dfxtp: 128
mux2i: 173
[final cells by class]
class / count / share of cell area, %
multi-input cells: 1598 / 63.5
flip-flops and latches: 128 / 16.2
repair buffers: 195 / 11.0
well taps: 592 / 4.69
clock buffers: 19 / 2.87
clock inverters: 12 / 1.31
inverters: 16 / 0.380
diodes: 5 / 0.0792
[per-layer routing]
metal / global-route usage [%] / up-vias / part of all wire [%]
met3: 9.56 / 197 / 12
met5: 1.25 / - / 0.098
met2: 48.3 / 1114 / 42
met4: 14.1 / 2 / 4.6
li1: - / 7268 / -
met1: 49.1 / 8033 / 42
[worst max path at each step]
stage | startpoint | depth (start not counted) | slack [ps] | end
finish | i_rs_B[1] | 8 | 3080 | o_rs_data_B[6]
global route | i_rd_we_B | 10 | 3040 | o_rs_data_A[3]
CTS | i_rs_B[1] | 8 | 3260 | o_rs_data_B[6]
[worst max-delay path, stage by stage]
cell and delay (ps):
clkdlybuf4s50_1 460, buf_4 260, inv_1 460, nand2_1 890, o21ai_0 210, a311o_1 320, o32ai_1 520, clkdlybuf4s50_1 570
[power by group]
group / internal (mW) / switching (mW) / leakage [nW]
Combinational: 0.268 / 0.422 / 4.56
Clock: 0.403 / 0.244 / 0.308
Sequential: 0.498 / 0.0214 / 1.05
[through the flow]
| stage | hold slack, ps | std cells | power (mW) | utilization [%] |
|---|---|---|---|---|
| global route | 512 | 2563 | 1.92 | 35.5 |
| finish | 494 | 2565 | 1.86 | 35.5 |
| detailed placement | 489 | 2529 | 1.20 | 34.0 |
| CTS | 497 | 2560 | 1.84 | 35.5 |
| global placement | 482 | 2529 | 1.20 | 34.0 |
| floorplan | 472 | 1969 | 0.913 | - |
[cell families (layout without fill, tap and decap cells)]
group / after synthesis / in the layout
AND/OR/NAND/NOR: 792 / 792
AND-OR/OR-AND: 593 / 593
buffers and inverters: 243 / 242
multiplexers: 209 / 209
flip-flops: 128 / 128
XOR/XNOR: 4 / 4
other: 0 / 5
Power and IR drop assume default switching activity.
